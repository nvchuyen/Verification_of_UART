$ cat design/flow/run.sh
#!/bin/bash
# OpenROAD 26Q1-2900-gdf79404cd8, Yosys 0.63+post, stock flow scripts
make -C /OpenROAD-flow-scripts/flow DESIGN_CONFIG=/design/flow/config.mk WORK_HOME=/design/flow/orfs finish
$ cat design/flow/config.mk
export PLATFORM = sky130hd
export DESIGN_NAME = uart_top
export DESIGN_NICKNAME = uart_top
export VERILOG_FILES = /design/flow/design.v
export SDC_FILE = /design/flow/constraint.sdc
export NUM_CORES = 4
export LEC_CHECK = 1
export CORE_UTILIZATION = 50
$ cat design/flow/constraint.sdc
current_design uart_top

set clk_period 6.7
set clk_io_pct 0.2

create_clock -name clk0 -period $clk_period [get_ports {clk}]

set non_clock_inputs [all_inputs -no_clocks]
set_input_delay [expr $clk_period * $clk_io_pct] -clock clk0 $non_clock_inputs
set_output_delay [expr $clk_period * $clk_io_pct] -clock clk0 [all_outputs]
$ cat design/flow/design.v
`timescale 1ns / 1ps
module clk_gen(
    input clk, rst,
    input [16:0] baud,
    output reg tx_clk, rx_clk
);
int rx_max =0, tx_max = 0;
int rx_count = 0 , tx_count = 0;
always@(posedge clk) begin
    if(rst)begin
        rx_max <= 0;
        tx_max <= 0;  
      end
    else begin    
        case(baud)
            4800 :  begin
                rx_max <=11'd651;
                tx_max <=14'd10416; 
                end
            9600  : begin
                rx_max <=11'd325;
                tx_max <=14'd5208;
                end
            14400 : begin 
                rx_max <=11'd217;
                tx_max <=14'd3472;
                end
            19200 : begin 
                rx_max <=11'd163;
                tx_max <=14'd2604;
                end
            38400: begin
                rx_max <=11'd81;
                tx_max <=14'd1302;
                end
            57600 : begin 
                rx_max <=11'd54;
                tx_max <=14'd868; 
                end             
            115200: begin 
                rx_max <=11'd27;
                tx_max <=14'd434; 
                end
            128000: begin 
                rx_max <=11'd24;
                tx_max <=14'd392; 
                end
            default: begin 
                rx_max <=11'd325;
                tx_max <=14'd5208;  
                end
        endcase
    end
end
always@(posedge clk)
begin
    if(rst) begin
        rx_max   <= 0;
        rx_count <= 0;
        rx_clk <= 0;
    end
    else begin
        if(rx_count <= rx_max)
        begin
            rx_count <= rx_count + 1;
        end
        else begin
            rx_clk   <= ~rx_clk;
            rx_count <= 0;
        end
    end
end
always@(posedge clk)
begin
    if(rst) begin
        tx_max   <= 0;
        tx_count <= 0;
        tx_clk <= 0;
    end
    else begin
        if(tx_count <= tx_max) begin
            tx_count <= tx_count + 1;
        end
        else begin
            tx_clk   <= ~tx_clk;
            tx_count <= 0;
        end
    end
end
endmodule
`timescale 1ns / 1ps
module uart_rx(
    input rx_clk,rx_start,
    input rst, rx,
    input [3:0] length,
    input parity_type,parity_en,
    input stop2,
    output reg [7:0] rx_out,
    output logic rx_done, rx_error
    );
 logic parity = 0;   
 logic [7:0] datard = 0;
 int count = 0;
 int bit_count = 0;
 typedef enum bit [2:0] {idle = 0, start_bit = 1, recv_data = 2, check_parity = 3, check_first_stop = 4, check_sec_stop= 5, done = 6} state_type;
 state_type state = idle, next_state = idle;
    always@(posedge rx_clk)
    begin
        if(rst)
            state <= idle;
        else
            state <= next_state;
    end
    always@(*)
    begin
        case(state)
            idle: begin
                rx_done  = 0;
                rx_error = 0;
                if(rx_start && !rx)
                   next_state = start_bit;
                else
                   next_state = idle; 
            end
            start_bit: begin
                if(count == 7 && rx)  begin
                        next_state = idle;
                    end
                else if(count == 15) begin
                        next_state = recv_data;
                    end
                else  begin
                        next_state = start_bit;
                    end
            end
            recv_data: begin              
                if(count == 7) begin
                    datard[7:0]   =  {rx,datard[7:1]};   
                end
                else if(count == 15 && bit_count == (length - 1)) begin
                    case(length)
                        5: rx_out = datard[7:3];
                        6: rx_out = datard[7:2];
                        7: rx_out = datard[7:1];
                        8: rx_out = datard[7:0];
                        default : rx_out = 8'h00;
                    endcase
                    if(parity_type)
                        parity = ^datard;
                    else
                        parity  = ~^datard;
                    if(parity_en)
                        next_state = check_parity;
                    else
                        next_state = check_first_stop;
                end
                else
                    next_state = recv_data;
            end  
            check_parity: begin
                if(count == 7) begin
                    if(rx == parity)
                       rx_error = 1'b0;
                    else
                       rx_error = 1'b1;
                end  
                else if (count == 15) begin  
                    next_state = check_first_stop;
                end
                else begin
                    next_state = check_parity;
                end           
            end 
            check_first_stop : begin
                if(count == 7)  begin
                    if(rx != 1'b1)
                        rx_error = 1'b1;
                    else
                        rx_error = 1'b0;
                   end
                else if (count == 15) begin
                    if(stop2)
                        next_state = check_sec_stop;
                    else
                        next_state = done; 
                   end
            end
            check_sec_stop: begin
                if(count == 7) begin
                    if(rx != 1'b1)
                        rx_error = 1'b1;
                    else
                        rx_error = 1'b0;
                   end
                else if (count == 15) begin
                    next_state = done; 
                end
             end
            done :  begin
               rx_done = 1'b1;
               next_state = idle;
               rx_error = 1'b0;
            end    
        endcase
    end
    always@(posedge rx_clk)
    begin
        case(state)
            idle: begin
                count     <= 0;
                bit_count <= 0;
             end
            start_bit: begin
                if(count < 15)
                    count <= count + 1;
                else
                    count <= 0;
            end
            recv_data: begin
                if(count < 15)
                    count <= count + 1;
                else begin
                    count <= 0;
                    bit_count <= bit_count + 1;
                end
            end  
            check_parity: begin
                if(count < 15)
                    count <= count + 1;
                else
                    count <= 0; 
            end   
            check_first_stop: begin
                if(count < 15)
                    count <= count + 1;
                else
                    count <= 0;
            end
            check_sec_stop: begin
                if(count < 15)
                    count <= count + 1;
                else
                    count <= 0;
            end
            done:  begin
                count <= 0;
                bit_count <= 0;
            end    
        endcase
    end
 endmodule
`timescale 1ns / 1ps    
module uart_top (
    input clk, rst,
    input tx_start, rx_start,
    input [7:0] tx_data,
    input [16:0] baud,
    input [3:0] length,
    input parity_type, parity_en,
    input stop2,
    output tx_done,rx_done, tx_err, rx_err,
    output [7:0] rx_out
 );
wire tx_clk, rx_clk;
wire tx_rx;
clk_gen clk_dut (clk, rst, baud,tx_clk, rx_clk); 
uart_tx tx_dut  (tx_clk,tx_start, rst, tx_data, length, parity_type, parity_en, stop2, tx_rx, tx_done, tx_err);
uart_rx rx_dut  (rx_clk, rx_start, rst, tx_rx, length,parity_type, parity_en, stop2,rx_out,rx_done, rx_err);
endmodule
`timescale 1ns / 1ps
module uart_tx(
    input tx_clk, tx_start,
    input rst, 
    input [7:0] tx_data,
    input [3:0] length,
    input parity_type,parity_en,
    input stop2,
    output reg tx, tx_done, tx_err
);
    logic [7:0] tx_reg;
    logic start_b = 0;
    logic stop_b  = 1;
    logic parity_bit = 0;
    integer count = 0;
    typedef enum bit [2:0]  { idle = 0, 
                              start_bit = 1, 
                              send_data = 2, 
                              send_parity = 3, 
                              send_first_stop = 4, 
                              send_sec_stop = 5, 
                              done = 6} state_type;
    state_type state = idle, next_state = idle;
    always@(posedge tx_clk)
    begin
        if(parity_type == 1'b1) begin 
            case(length)
                4'd5 : parity_bit = ^(tx_data[4:0]);  
                4'd6 : parity_bit = ^(tx_data[5:0]); 
                4'd7 : parity_bit = ^(tx_data[6:0]);
                4'd8 : parity_bit = ^(tx_data[7:0]);
                default : parity_bit = 1'b0; 
            endcase
        end
        else begin  
            case(length)
                4'd5 : parity_bit = ~^(tx_data[4:0]); 
                4'd6 : parity_bit = ~^(tx_data[5:0]); 
                4'd7 : parity_bit = ~^(tx_data[6:0]);
                4'd8 : parity_bit = ~^(tx_data[7:0]);
                default : parity_bit = 1'b0; 
            endcase
         end 
    end
    always@(posedge tx_clk)
    begin
        if(rst)
            state <= idle;
        else
            state <= next_state;
    end
    always@(*)
    begin
    case(state)
        idle : begin
            tx_done     = 1'b0; 
            tx          = 1'b1;
            tx_reg      = {(8){1'b0}}; 
            tx_err      = 0;
            if(tx_start) 
                next_state = start_bit;
            else
                next_state = idle;
        end
        start_bit : begin
            tx_reg      = tx_data;
            tx          = start_b;
            next_state  = send_data;
        end  
        send_data: begin
            if(count < (length - 1)) begin
                next_state = send_data;
                tx         = tx_reg[count];
            end
            else if (parity_en)begin
                tx         = tx_reg[count];
                next_state  = send_parity;
            end
            else begin
                tx         = tx_reg[count];
                next_state  = send_first_stop;
            end
        end  
        send_parity: begin
            tx          = parity_bit;
            next_state  = send_first_stop;
        end
        send_first_stop : begin
            tx  = stop_b;
            if(stop2)           
                next_state  = send_sec_stop;       
            else
                next_state  = done;
        end
        send_sec_stop : begin
            tx          = stop_b;
            next_state  = done;
        end
        done : begin
            tx_done        = 1'b1;
            next_state  = idle;
        end
        default : next_state  = idle;
    endcase
    end
always@(posedge tx_clk)
 begin
    case(state)
        idle : begin
            count <= 0;
        end
        start_bit : begin
            count  <= 0;
        end 
        send_data: begin
            count <= count + 1;
        end
        send_parity: begin
            count <= 0;
        end 
        send_first_stop : begin
            count <= 0;
        end
        send_sec_stop : begin
            count <= 0;
        end
        done : begin
            count <= 0;
        end
        default : count <= 0;
    endcase
 end
endmodule
==> impl_metrics.tcl <==
# yosys + openroad results
set metrics [dict create \
    fin_ws_ns 3.93 \
    clkTransAtPathRegs_ns 0.05 \
    place_congestion 0.839 \
    path_max_fanout 23 \
    synth_warnings 131 \
    cp-end-kind "register" \
    ys_async_sr_fraction_pct 0 \
    powerDensity_mw_per_mm2 126 \
    yosysCellCount 1109 \
    drtAntennaViolNets 0 \
    vias_per_cell 5.41 \
    cts_root_buffer "clkbuf_16" \
    top_cells_by_area "dfxtp_1, edfxtp_1, xnor2_1, nor2_1, xor2_1" \
    critPathKind "input pin to register" \
    die.size.y_um 144 \
    max_freq_mhz 361 \
    synth_top_cell_by_area "dfxtp_1" \
    finalClockPeriodUsage_pct 41.4 \
    drt_iter0_drc 355 \
    place_ws_ns 3.57 \
    cts_resized 0 \
    synth.avg_cell_area_um2 9.12 \
    drtPass1Iterations 7 \
    synth_cells 1109 \
    enable_flop_cells 64 \
    fillers 1778 \
    numCtsBuffers 9 \
    unclocked_pins 135 \
    hpwlAfterDp_mm 14.1 \
    grt_pass1_vias 6828 \
    antennaDiodeCount 0 \
    htree_levels 3 \
    synth-seq-cells 201 \
    worst_pin_slew_ns 0.816 \
    leakagePower_nw 3.90 \
    ios 48 \
    port_buffers 29 \
    untimed_endpoints 210 \
    cts_max_path_buffers 2 \
    grt_max_degree 68 \
    critPathLaunchType "input pin" \
    synthesis.area_mm2 0.0101 \
    vias 7576 \
    totalPowerFinal_mw 1.39 \
    hold_class "register to register" \
    period_needed_ns 2.77 \
    ir_drop_mv 0.140 \
    cts-hold-fix-buffers 0 \
    cts_tree "built" \
    row_count 51 \
    relSlewSlack_pct 45.1 \
    routed_wl_mm 19.7 \
    track_usage_pct 20.4 \
    yosys_most_used_dff "dfxtp_1" \
    required_ns 6.90 \
    netlist-cell-type-count 61 \
    drive_gt1_share_pct 3.61 \
    core_area_mm2 0.0197 \
    hold_viol 0 \
    post-cts-setup-buffers 0 \
    ys_area_mm2 0.0101 \
    worst_ep_arrival_time_ns 2.97 \
    tns_ns 0 \
    drc 0 \
    clock_latency_ns 0.32 \
    slew_viol_final 0 \
    placedCellCount 1385 \
    status "complete, no violations" \
    syn_to_final_growth_pct 8.86 \
    final_util_pct 56.0 \
    chip_area_mm2 0.0208 \
    die_width_um 144 \
    final_common_cell "nor2_1" \
    grt_pass1_wl_mm 33.1 \
    mostFrequentLayoutCells "nor2_1, dfxtp_1, nand2_1" \
    finalSetupViolCount 0 \
    rsz0062_at_grt "no" \
    fp_util_pct 51.5 \
    cap_violations 0 \
    grt_antenna_before_repair 2 \
    warning_count 47 \
    wl_per_cell_um 14.1 \
    finalNonFillerCells 1400 \
    synth_top_area_share_pct 20.8 \
    grt_overflow 0 \
    finClkSkew_ns 0.00657 \
]
## stage by stage
| stage | hold WS (ns) | area, um2 |
|---|---|---|
| 2_1_floorplan | 0.415 | 10100 |
| 3_3_place_gp | 0.429 | 10700 |
| 3_5_place_dp | 0.434 | 10700 |
| 4_1_cts | 0.442 | 11000 |
| 5_1_grt | 0.477 | 11000 |
| 6_report | 0.443 | 11000 |
## Yosys cell counts, drive strengths merged, types with 9 or more instances
library cell	number
xor2	75
or3	19
ha	42
dlxtn	32
nor2	183
clkbuf	26
a21oi	31
xnor2	80
edfxtp	64
nor4	34
nor3	23
nand4	45
dfxtp	105
nand3	64
nand2	82
and2	15
and4	18
inv	34
o21ai	33
nor2b	9
and3	25
## cell families (layout without fill, tap and decap cells)
kind of cell,after synthesis,after routing,share of synthesized area [%]
other,1,1,0.0371
DFF,169,169,39.8
xor gates and xnor gates,157,157,13.9
adders and majority gates,42,42,5.20
muxes,5,5,0.742
AOI/OAI and AO/OA,104,104,6.54
latches,32,32,4.75
buffers and inverters,63,89,2.39
and+or+nand+nor,536,536,26.7
## critical path, stage by stage
cell	delay, ns
clkdlybuf4s50_1	0.68
inv_1	0.23
nand2_1	0.29
buf_4	0.33
nor2_1	0.09
## path summary, 6_finish.rpt
| kind | from | to | slack, ns | cells past startpoint |
|---|---|---|---|---|
| max | rst | clk_dut.rx_count[24]$_SDFF_PP0_ | 3.93 | 5 |
| min | clk_dut.rx_count[31]$_SDFF_PP0_ | clk_dut.rx_count[31]$_SDFF_PP0_ | 0.44 | 2 |
| max reg2reg | clk_dut.tx_count[3]$_SDFF_PP0_ | clk_dut.tx_count[23]$_SDFF_PP0_ | 4.46 | 5 |
| min reg2reg | clk_dut.rx_count[31]$_SDFF_PP0_ | clk_dut.rx_count[31]$_SDFF_PP0_ | 0.44 | 2 |
## power breakdown
part	leakage (nW)	internal, mW	total (mW)	switching, mW
Combinational	1.90	0.0885	0.268	0.180
Sequential	1.86	0.641	0.667	0.0264
Clock	0.142	0.295	0.451	0.157
Total	3.90	1.02	1.39	0.363
## area by class of cell
class	instances	area (um2)	area share (%)
clock buffers	12	246	2.24
inverters	34	128	1.16
well taps	265	332	3.01
flip-flops and latches	201	4510	40.9
clock inverters	3	40.0	0.364
repair buffers	40	373	3.39
multi-input cells	845	5390	48.9
## per-layer routing
layer	up-vias	GRT usage [%]	share of wire [%]
li1	3959	-	-
met1	3500	35.3	54
met2	103	29.8	42
met3	10	2.66	3.9
met4	4	0.997	0.36
met5	-	0	0.13
No activity file was given, so power comes from the tool's default toggle rates.
